==> /design/flow/design.v <==
module BRAM_SSP(
		clk, we, en, addr, din, dout
		);
   parameter 
     DEPTH = 256,
     DEPTH_LOG = 8,
     WIDTH = 32;
   input clk, we, en;
   input [DEPTH_LOG-1:0] addr;
   input [WIDTH-1:0] 	 din;
   output [WIDTH-1:0] 	 dout;
   reg [WIDTH-1:0] 	 RAM [DEPTH-1:0]  ;
   reg [WIDTH-1:0] 	 dout;
   always @ (posedge clk) begin
      if (en & we) begin
	    RAM[addr]   <= din;
	    dout <= din;
      end
      else
	dout <= RAM[addr];
   end
endmodule  
==> /design/flow/run.sh <==
#!/bin/bash
# OpenROAD 26Q1-2900-gdf79404cd8, Yosys 0.63+post, stock flow scripts
make -C /OpenROAD-flow-scripts/flow DESIGN_CONFIG=/design/flow/config.mk WORK_HOME=/design/flow/orfs finish
==> /design/flow/config.mk <==
export PLATFORM = sky130hd
export DESIGN_NAME = BRAM_SSP
export DESIGN_NICKNAME = BRAM_SSP
export VERILOG_FILES = /design/flow/design.v
export SDC_FILE = /design/flow/constraint.sdc
export NUM_CORES = 4
export LEC_CHECK = 1
export CORE_UTILIZATION = 50
export SYNTH_MEMORY_MAX_BITS = 65536
==> /design/flow/constraint.sdc <==
current_design BRAM_SSP

set clk_period 175.2
set clk_io_pct 0.2

create_clock -name clk0 -period $clk_period [get_ports {clk}]

set non_clock_inputs [all_inputs -no_clocks]
set_input_delay [expr $clk_period * $clk_io_pct] -clock clk0 $non_clock_inputs
set_output_delay [expr $clk_period * $clk_io_pct] -clock clk0 [all_outputs]
==> run_results.csv <==
group,metric,value,unit
power,p_leak,113,nW
floorplan,num_rows,291,
worst_setup_path,required,140.16,ns
logic_synthesis,flop_cell,"edfxtp_1",
logic_synthesis,async_flop_share,0,%
outcome,status,"finished with violations",
worst_setup_path,worstPathMaxFanout,39,
worst_hold_path,hold_path_class,"input port to flop",
worst_setup_path,cp-start-kind,"flop",
logic_synthesis,synth_cell_types,61,
clock_tree,cts_buffer_depth,4,
floorplan,fp.dieH,796,um
final_timing,holdWs,34.26,ns
power,power_density,11.3,nW/um2
finish,largest_reg_flops,8192,
global_routing,antenna_found_initial,73,
clock_tree,htree_levels,6,
finish,drive_gt1_share,26.0,%
clock_tree,cts_setup_buffers,0,
routing,drc,0,
logic_synthesis,ys_area,315000,um2
global_routing,grt_pass1_vias,172000,
finish,fin_cells,24400,
power,power,4.03,mW
logic_synthesis,ys_seq_share,78.1,%
final_timing,min_period,45.01,ns
power,p_clk_share,41.2,%
power,internal_power,3.17,mW
placement,gp_congestion,0.943,
final_timing,setup_viol,0,
routing,routed_wl,946000,um
finish,n_fill_cell,43900,
final_timing,finalCritPeriodShare,25.7,%
logic_synthesis,syn_area,315000,um2
global_routing,grt_pass1_wl,1310000,um
routing,vias,156000,
power,p_sw_share,21.4,%
routing,drtAntennaViolNets,0,
routing,drt-wirelength-per-cell,38.8,um
global_routing,gr-total-overflow,0,
placement,port_buffers,74,
floorplan,die_area,633000,um2
clock_tree,cts_root_buffer,"clkbuf_16",
finish,utilization,56.8,%
floorplan,die_w,796,um
finish,regMostFlops,"RAM",
logic_synthesis,yosys.area.top_type,"edfxtp_1",
finish,largestRegisters,"RAM (8192)",
clock_tree,numCtsBuffers,800,
clock_tree,cts_tree,"built",
final_timing,tightestPinTransition,1.69,ns
logic_synthesis,synth_flop_count,8200,
final_timing,slew_violations,26,
floorplan,initCoreUtil,50.2,%
finish,area_growth,13.2,%
clock_tree,ctsResizeCount,0,
routing,avgViaCountPerCell,6.41,
worst_setup_path,path_class,"flop to output pin",
floorplan,core_area,628000,um2
final_timing,fin_setup_tns,0,ns
floorplan,ios,75,
final_timing,slew_headroom,-12.4,%
clock_tree,ctsHoldBuffers,0,
worst_setup_path,end_kind,"output pin",
final_timing,max_freq,22.2,MHz
routing,drtIter0Drc,11300,
worst_setup_path,worst-endpoint-arrival,9.97,ns
final_timing,rsz0062_at_grt,"false",
final_timing,finalHoldViolCount,0,
power,netSwitchingPower,863,uW
logic_synthesis,edf_count,8192,
power,irDropWorstVdd,11.2,uV
logic_synthesis,syn_area_per_cell,22.0,um2
logic_synthesis,yosys.area.top_type_share,78.1,%
power,seqPwrFrac,53.7,%
logic_synthesis,ys_cells,14300,
global_routing,gr-usage-all-layers,34.0,%
logic_synthesis,netlist_instances,14300,
job,warnings,37,
placement,dp_cells,22800,
power,comb_power_share,5.1,%
logic_synthesis,yosysWarnings,1,
logic_synthesis,top_cells_by_area,"edfxtp_1, mux4_2, mux2i_1, o221ai_1, clkbuf_1",
clock_tree,clkSinkCount,8200,
global_routing,grt_max_degree,114,
routing,dr.pass1.iters,5,
job,cap_violations,6,
placement,hpwlAfterDp,560000,um
outcome,violations,"capacitance limit, slew limit",
clock_tree,path_clk_slew,0.06,ns
==> cell families after synthesis <==
logic type | share of synthesized area, %
DFF | 78.1
buffers and inverters | 1.73
and+or+nand+nor | 1.44
AOI/OAI and AO/OA | 3.19
muxes | 15.5
==> synthesized netlist by cell type (all sizes together) (15+ instances only) <==
library cell	instances
buf	484
o22ai	171
or4	34
mux4	1576
o221ai	398
o21ai	65
nand2b	15
nor3	211
nor2b	24
mux2	94
edfxtp	8192
inv	30
mux2i	1235
nor2	340
a22o	28
a21oi	266
and2	21
a221o	23
o21a	22
nand4	81
nand3	31
nor4	58
o211ai	50
a211oi	69
a2111oi	68
nand2	78
a221oi	72
clkbuf	384
a22oi	102
==> placed cells by master (no fill, tap or decap), drive strengths merged, types with 94 or more instances in the layout <==
cell and instances:
o221ai 398, buf 945, clkbuf 993, a21oi 266
clkinv 374, mux2i 1235, mux2 94, o22ai 171
nor2 340, a22oi 102, mux4 1576, edfxtp 8192
diode 152, nor3 211
==> power groups by stage <==
stage | registers, mW | clock network (mW) | logic [mW]
after CTS | 2.16 | 1.68 | 0.204
after global routing | 2.16 | 1.75 | 0.216
final | 2.16 | 1.66 | 0.206
==> critical path, cell delays in order, from the launching register on <==
cell	delay [ns]
dfxtp_4	0.67
buf_4	0.64
buf_4	0.70
buf_4	0.69
buf_4	0.55
buf_4	0.60
buf_4	0.68
buf_4	0.61
mux4_2	0.57
o221ai_1	0.29
nand4_1	0.48
a2111oi_2	1.03
buf_4	0.30
nor4_2	0.14
buf_4	0.19
clkdlybuf4s50_1	0.42
==> worst paths after layout <==
path	start	to	slack (ns)	depth (start not counted)
max	flop	dout[19]	130.19	15
min	din[3]	RAM[109][3]$_DFFE_PP_	34.26	1
==> area by class of cell <==
| type | instances | area [um2] | share of cell area [%] |
|---|---|---|---|
| clock inverter | 473 | 4080 | 1.15 |
| multi-input combinational | 5194 | 66200 | 18.6 |
| tap | 8350 | 10400 | 2.93 |
| sequential | 8200 | 246000 | 69.0 |
| timing repair buffer | 987 | 8020 | 2.25 |
| antenna | 152 | 380 | 0.107 |
| inverter | 32 | 133 | 0.0372 |
| clock buffer | 993 | 21100 | 5.91 |
==> routing by layer <==
metal	global-route usage, %	up-vias	share of wire [%]
li1	-	63100	-
met1	36.0	77400	27
met2	43.8	13500	43
met3	35.2	2046	24
met4	12.6	171	5.0
met5	12.8	-	0.99
==> metrics by stage <==
stage                     setup slack, ns  cell area, um2
after floorplan                    137.29          315000
after global placement             130.71          331000
after detailed placement           131.12          331000
after CTS                          129.86          356000
after global routing               129.59          356000
final                              130.19          357000
Power and IR drop assume default switching activity.
