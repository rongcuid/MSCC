**design/flow/design.v**
```verilog
module io_port
(
	input wire 	      clk,
	input wire 	      resetb,
	input wire [7:0]   io_addr ,
	input wire 	      io_en ,
	input wire 	      io_we ,
	input wire [31:0]  io_data_write ,
	output reg [31:0] io_data_read,
		output wire 	      irq_mtimecmp,
		output reg [7:0] output0,
		input wire [7:0] input0,
		output reg [7:0] dir0
	);
	wire 	      mtime_we;
	wire [31:0] 	      mtime_dout;
	assign mtime_we = io_addr[7:4] == 4'b0001 ? io_we : 1'b0;
	integer i;
	always @ (*) begin
		io_data_read = 32'bX;
		case (io_addr)
			8'h00: begin
				for (i=0; i<8; i=i+1) begin
					io_data_read[i] = dir0[i] ? output0[i] : input0_p[i];
				end
			end
			8'h01: begin
				io_data_read[15:8] = dir0;
			end
			8'h10: io_data_read = mtime_dout;
			default: begin
			end
		endcase
	end
	reg [7:0]   input0_p;
	always @ (posedge clk) begin : GPIO0
		if (!resetb) begin
			input0_p <= 8'b0;
			output0 <= 8'b0;
			dir0 <= 8'b0;
		end
		else if (clk) begin
			input0_p <= input0;
			if (io_we) begin
				case (io_addr[7:0])
					8'b0: output0 <= io_data_write[7:0];
					8'b1: dir0 <= io_data_write[15:8];
					default: begin
					end
				endcase
			end
		end
	end
	timer TIMER0
	(
		.clk(clk), .resetb(resetb),
		.io_addr_3_2(io_addr[3:2]), .io_we(mtime_we), .io_din(io_data_write),
		.io_dout(mtime_dout), .irq_mtimecmp(irq_mtimecmp)
	);
	endmodule
module timer(
  input wire clk,
  input wire resetb,
  input wire [3:2] io_addr_3_2,
    input wire io_we,
    input wire [31:0] io_din,
    output wire [31:0] io_dout,
    output reg irq_mtimecmp
    );
    reg [63:0] mtime  ;
    reg [63:0] mtimecmp ;
    always @ (posedge clk) begin : TIMER_PIPELINE
      if (!resetb) begin
        mtime <= 64'b0;
        mtimecmp <= 64'b0;
        irq_mtimecmp <= 1'b0;
      end
      else if (clk) begin
        mtime <= mtime + 1;
        if (io_we) begin
          case (io_addr_3_2[3:2])
            2'b00: mtime[0+:32] <= io_din;
            2'b01: mtime[32+:32] <= io_din;
            2'b10: begin 
            mtimecmp[0+:32] <= io_din;
            irq_mtimecmp <= 1'b0;
          end
          2'b11: begin 
          mtimecmp[32+:32] <= io_din;
          irq_mtimecmp <= 1'b0;
        end
      endcase
    end
    if (mtime == mtimecmp) begin
      irq_mtimecmp <= 1'b1;
    end
  end
end
assign io_dout = 
  io_addr_3_2[3]
  ? ( io_addr_3_2[2] ? mtimecmp[32+:32] : mtimecmp[0+:32] )
  : ( io_addr_3_2[2] ? mtime[32+:32] : mtime[0+:32] );
  endmodule
```
**design/flow/constraint.sdc**
```tcl
current_design io_port

set clk_period 10.1
set clk_io_pct 0.2

create_clock -name clk0 -period $clk_period [get_ports {clk}]

set non_clock_inputs [all_inputs -no_clocks]
set_input_delay [expr $clk_period * $clk_io_pct] -clock clk0 $non_clock_inputs
set_output_delay [expr $clk_period * $clk_io_pct] -clock clk0 [all_outputs]
```
**design/flow/run.sh**
```bash
#!/bin/bash
# OpenROAD 26Q1-2900-gdf79404cd8, Yosys 0.63+post, stock flow scripts
make -C /OpenROAD-flow-scripts/flow DESIGN_CONFIG=/design/flow/config.mk WORK_HOME=/design/flow/orfs finish
```
**design/flow/config.mk**
```make
export PLATFORM = sky130hd
export DESIGN_NAME = io_port
export DESIGN_NICKNAME = io_port
export VERILOG_FILES = /design/flow/design.v
export SDC_FILE = /design/flow/constraint.sdc
export NUM_CORES = 4
export LEC_CHECK = 1
export CORE_UTILIZATION = 50
```
==> flow_summary.toml <==
# generated from flow reports
[status]
status = "completed"

[synth]
synth-edff-count = 0
yosysWarnings = 2
synth.avg_cell_area_sq_um = 7.922
synth.area.mux_share_pct = 14.60
ys_sh_aoi_pct = 17.29
top_area_share_pct = 32.96
synthCells = 1173
logic_family = "simple AND/OR/NAND/NOR gates"
syn_area_sq_um = 9293
synth_top_flop_cell = "dfxtp_1"
yosysTopAreaCell = "dfxtp_1"
ys_sh_simple_pct = 24.51
ys_seq_share_pct = 32.96
top_cells_by_count = "184 x nand2_1, 153 x dfxtp_1, 119 x nor2_1, 104 x a21oi_1, 85 x clkbuf_1"
ys_types = 64
synth_flops = 153
async_reset_ff_share_pct = 0
ys_cells = 1173
adder_share_pct = 0.1346
yosys_area_sq_um = 9293
yosys-top-cells-area = "dfxtp_1 33%, mux4_2 7.8%, nand2_1 7.4%, mux2i_1 5.7%, a21oi_1 5.6%"
synth-xor-area-share_pct = 4.995
most_common_cell = "nand2_1"

[die]
die_x_microns = 138.3
num_rows = 49
io_pins = 101
fp_util_pct = 51.38
dieArea_sq_um = 19140
coreArea_sq_um = 18090
dieHeight_microns = 138.3

[timing]
rsz0062_at_grt = "false"
fmax_mhz = 143.6
setup_viol = 0
finalCritPeriodShare_pct = 69.90
worst_slew_pin_slew_ns = 1.023
finalHoldViolCount = 0
hold_slack_ns = 0.2494
maxSlewHeadroom_pct = 31.21
finClkSkew_ns = 0.01288
drv_slew = 0
final.setup.tns_ns = 0
layout_min_cycle_time_ns = 7.060

[clocking]
clock_latency_ns = 0.56
ctsHoldBuffers = 0
cts_tree = "yes"
path_clk_slew_ns = 0.08
postCtsResizedCells = 0
postCtsSetupBuffers = 0

[placement]
port_buffers = 99
gp_congestion = 0.9862
dp_hpwl_microns = 25030

[job]
maxCapViolations = 0
warnings = 418

[cells_and_area]
drive_above_1_share_pct = 16.31
area_delta_synth_final_pct = 48.27

[global_route]
gr-total-overflow = 0
antenna_found_initial = 0
grt_pass1_vias = 12712
track_usage_pct = 44.91
grt_pass1_wl_microns = 61680
grt_max_degree = 53

[worst_setup_path]
startpoint = "clk"
endpoint_kind = "register"
critPathMaxFanout = 11
regToRegEndpoint = "TIMER0.mtime[46]"
r2r_cells = 7
required_ns = 10.54
endpoint = "TIMER0.mtime[62]"
r2r_setup_slack_ns = 6.67
cp-start-kind = "clock port"
path_class = "clock port to register"
crit_arrival_ns = 7.50
reg2reg_from = "TIMER0.mtime[0]"

[route]
drc = 0
met1_length_microns = 15800
wl_met3_microns = 6617
antenna_left = 0
vias = 10843
routed_via_density = 6.714
insertedDiodeCount = 0
wl_microns = 40750
first_pass_iters = 10
top_layer = "met5"
drt_iter0_markers = 1786
dr_wl_met2_microns = 16020
wire_per_inst_microns = 25.23

[hold_path]
hold_path.class = "clock port to register"

[power_and_ir_drop]
p_per_area_nw_per_um2 = 223.0
vdd_ir_drop_max_mv = 0.1837
total_power_mw = 3.073
leakage_nw = 4.996
==> cell type report <==
| type | instances | area (sq um) |
|---|---|---|
| clock buffers | 131 | 3027 |
| repair buffers | 109 | 1056 |
| inverters | 18 | 70.07 |
| well taps | 229 | 286.5 |
| fillers | 1107 | 4308 |
| flip-flops and latches | 153 | 3063 |
| multi-input cells | 893 | 5725 |
| clock inverters | 82 | 550.5 |
==> cells in the final DEF, fill, tap and decap left out, drive strengths merged, types with 38 or more instances in the layout <==
cell type and instances:
a21oi 104, clkbuf 131, clkdlybuf4s50 97, clkinv 56, dfxtp 153, mux2i 53
nand2 184, nand3 38, nand4 39, nor2 120, o21ai 51, xor2 39
==> cell families after synthesis <==
family | Yosys count
simple gates | 486
mux | 93
fa+ha+maj | 1
flops | 153
buf+inv | 127
compound gates | 260
xor+xnor | 53
==> state kept, by name (all words and copies together) (netlist names) <==
name	cells
TIMER0.mtimecmp	64
TIMER0.mtime	64
TIMER0.irq_mtimecmp	1
output0	8
dir0	8
input0_p	8
==> worst max-delay path: stages <==
cell and delay, ns:
clkbuf_16 0.12, clkbuf_16 0.13, clkbuf_16 0.13, clkbuf_16 0.13
clkbuf_16 0.14, clkbuf_16 0.20, clkbuf_16 0.18, nand2_1 0.09
clkbuf_16 0.15, clkbuf_16 0.14, nor2_2 0.04, clkbuf_16 0.18
clkbuf_16 0.14, nand2_1 0.09, clkbuf_16 0.15, clkbuf_16 0.11
nand3_1 0.07, o22a_1 0.21
==> where the power goes <==
part	internal, mW	switching, mW
logic	0.0762	0.0831
clock network	1.41	0.834
registers	0.630	0.0396
total	2.12	0.957
==> layer usage <==
metal / track usage, % / vias to the layer above
li1: - / 4629
met1: 55.23 / 5040
met2: 49.56 / 936
met3: 36.18 / 232
met4: 34.83 / 6
met5: 5.013 / -
==> worst min-delay path by stage <==
| stage | from | depth (start not counted) | endpoint |
|---|---|---|---|
| finish | clk | 6 | TIMER0.mtime[47] |
| global route | clk | 6 | TIMER0.mtime[47] |
| CTS | clk | 6 | TIMER0.mtime[47] |
==> stage by stage <==
stage | instances | area, sq um | utilization [%] | setup WS [ns]
2_1_floorplan | 1173 | 9293 | - | 4.010
3_3_place_gp | 1403 | 10200 | 56.42 | 3.232
3_5_place_dp | 1403 | 10200 | 56.42 | 3.229
4_1_cts | 1615 | 13780 | 76.18 | 3.028
5_1_grt | 1615 | 13780 | 76.18 | 2.981
6_report | 1615 | 13780 | 76.18 | 3.040
Power and IR drop assume default switching activity.
